<file path="design/flow/design.v">
`timescale 1ns / 1ps
module shaping(
inp,outp,outp2,clk,count
    );
    input [13:0] inp;
    input clk;
    output [15:0] outp;
    output [15:0] outp2;
    output[7:0] count;
    (* dont_touch = "true" *) wire signed[31:0] step0;
    wire signed[31:0] step1;
    wire signed[31:0] step2;
    wire signed[31:0] step3;
    wire signed[31:0] step4;
    wire signed[31:0] step5;
    reg signed[31:0]  data[0:1024];
    reg signed[31:0]  data1[0:1024];
    reg signed[31:0]  data2[0:1024];
    reg signed[31:0]  data3;
    reg signed[31:0]  data4;
    reg [12:0] cnt = 0;
    integer i;
    integer gain = 4;
    always @(posedge clk)begin
        cnt = cnt+1;
    end
    always @(posedge clk)begin
        data[0] <= step0;
        for(i=0+1;i<1024;i=i+1)begin
            data[i]<=data[i-1];
        end
     end
    always @(posedge clk)begin
        data1[0] <= step1;
        for(i=0+1;i<1024;i=i+1)begin
            data1[i]<=data1[i-1]; 
        end
    end
    always @(posedge clk)begin
        data2[0] <= step2;
        for(i=0+1;i<1024;i=i+1)begin
            data2[i]<=data2[i-1]; 
        end
    end
    always @(posedge clk)begin
            data3 <= step4;
    end
    always @(posedge clk)begin
            data4 <= step5;
    end
    assign step0 = {{19{inp[13]}},inp[12:0]};
    assign step1 = step0 - data[511];
    assign step2 = step1 - data1[511];
    assign step3 = step2 + data2[511];
    assign step4 = step3+ data3;
    assign step5 = step3>>2 + step4 + data4;
    assign outp ={{3{inp[13]}},inp[12:0]};
    assign outp2 =step3[15:0];
    assign count = cnt;
endmodule
</file>
<file path="design/flow/run.sh">
#!/bin/bash
# OpenROAD 26Q1-2900-gdf79404cd8, Yosys 0.63+post, stock flow scripts
make -C /OpenROAD-flow-scripts/flow DESIGN_CONFIG=/design/flow/config.mk WORK_HOME=/design/flow/orfs finish
</file>
<file path="design/flow/config.mk">
export PLATFORM = sky130hd
export DESIGN_NAME = shaping
export DESIGN_NICKNAME = shaping
export VERILOG_FILES = /design/flow/design.v
export SDC_FILE = /design/flow/constraint.sdc
export NUM_CORES = 4
export LEC_CHECK = 1
export CORE_UTILIZATION = 30
</file>
<file path="design/flow/constraint.sdc">
current_design shaping

set clk_period 16.0
set clk_io_pct 0.2

create_clock -name clk0 -period $clk_period [get_ports {clk}]

set non_clock_inputs [all_inputs -no_clocks]
set_input_delay [expr $clk_period * $clk_io_pct] -clock clk0 $non_clock_inputs
set_output_delay [expr $clk_period * $clk_io_pct] -clock clk0 [all_outputs]
</file>
==> results.py <==
# Auto-generated metrics
metrics = {
    "status": {
        "status": "finished, final reports clean",
    },
    "worst_setup_path": {
        "critPathMaxStageDelay_ns": 0.87,
        "cp_top_family": "buffers and inverters",
        "critPathSlowestCell": "clkdlybuf4s50_1",
        "cp_common_cell": "buf_4",
        "worst_setup_path_end_kind": "primary output",
        "cp_data_required_time_ns": 12.80,
        "crit_fanout": 5,
        "timing.critical_path.arrival_ns": 11.32,
        "critical_path.startpoint_type": "primary input",
        "worstSetupPathType": "primary input to primary output",
        "worstPathBufferInverterCount": 12,
    },
    "grt": {
        "remaining_global_route_overflow": 0,
        "antenna_found_initial": 34,
        "grt_start_max_net_pins": 18,
        "groute.layer.met3.usage": 0.01949,
        "global_route_wire_length_before_repair_um": 786400,
        "first_global_vias": 154405,
        "top_usage_layer": "met1",
        "grtUsageMet1": 0.1085,
        "grt_use_total": 0.06184,
        "met2_usage": 0.06779,
    },
    "placed_design": {
        "count_of_input_and_output_buffers": 54,
        "hpwlAfterDp_um": 176300,
        "place.gp.congestion": 0.7852,
        "place.detailed.instances": 44112,
    },
    "detailed_routing": {
        "route.vias.total": 153127,
        "drt_first_iter_violations": 6394,
        "drt-total-wl_um": 459400,
        "drcViolationCount": 0,
        "firstDrtPassIters": 8,
        "drtAntennaViolNets": 0,
        "routed_length_per_instance_um": 9.591,
        "route.detailed.vias_per_inst": 3.197,
    },
    "floorplan": {
        "die_height_um": 1245,
        "rows": 456,
        "io_pins": 55,
        "fp.coreArea_sq_um": 1542000,
        "core_util_floorplan": 0.3009,
        "die_w_um": 1245,
        "die-area_sq_um": 1551000,
    },
    "run": {
        "max-cap-violations": 0,
        "tool_warnings": 27,
    },
    "clock_network": {
        "cts_buffer_depth": 6,
        "cts_made_buffers": 2176,
        "number_of_h_tree_levels": 8,
        "cts_root_buf": "clkbuf_16",
        "cts-resized-gates": 0,
        "cts_tree": "yes",
        "clkTransAtPathRegs_ns": 0.06,
        "clk_latency_ns": 1.25,
        "post-cts-setup-buffers": 0,
        "postCtsHoldBufs": 0,
        "cts.sink_count": 23048,
    },
    "synthesis": {
        "edf_count": 0,
        "postSynthRegisterBits": 23048,
        "synth_cells": 23389,
        "synth_top_cell_by_area": "dfxtp_1",
        "top_cells_by_count": "dfxtp_1 (23048), ha_1 (46), inv_1 (42)",
        "synthMostInstantiatedCell": "dfxtp_1",
        "share_of_the_synthesized_area_in_the_top_cell_type": 0.9948,
        "synth.yosys.num_cells": 23389,
        "ys_chip_area_sq_um": 463800,
        "post_synth_instance_area_sq_um": 463800,
        "syn-mean-instance-area_sq_um": 19.83,
        "yosys_most_used_dff": "dfxtp_1",
        "synthArstFlopShare": 0,
        "ys_warn_count": 4,
        "netlist-cell-type-count": 52,
        "yosysSeqAreaShare": 0.9948,
        "netlist_top_cells_area": "dfxtp_1 (99%), ha_1 (0.12%), xnor2_1 (0.042%), inv_1 (0.034%), a21oi_1 (0.029%)",
    },
    "timing": {
        "slew_headroom": 0.1760,
        "maxSlewViolCount": 0,
        "period_minus_slack_ns": 14.52,
        "maximum_clock_skew_at_final_layout_ns": 0.08769,
        "timing_worst_slew_pin_value_ns": 1.236,
        "rsz0062_at_grt": "false",
        "hold_viol_final": 0,
        "finalClockPeriodUsage": 0.9072,
        "setup_total_negative_slack_ns": 0,
        "maxClockFrequency_mhz": 68.89,
        "setup_viol": 0,
    },
    "layout": {
        "drive_gt1_frac": 0.1261,
        "number_of_inserted_filler_cells_in_the_final_layout": 139086,
        "finalNonFillerCells": 47897,
        "syn2layout_area_growth_pct": 21.35,
    },
    "pwr": {
        "irDropWorstVdd_v": 0.00009990,
        "cellLeakagePower_nw": 223.6,
        "power.density_nw_per_um2": 192.3,
    },
    "min_path": {
        "hold_path.class": "register to register",
    },
}
-- final timing paths --
path	slack (ns)	end	from	depth (start not counted)
worst min register to register	0.24	data2[227][12]	data2[226][12]	0
worst min-delay path	0.24	data2[227][12]	data2[226][12]	0
worst max-delay path	1.48	outp2[15]	inp[1]	31
worst max register to register	10.81	data2[0][13]	data[511][0]	21
-- power by group --
| part | switching (mW) | leakage, nW | internal [mW] | total (mW) |
|---|---|---|---|---|
| Sequential | 0.0813 | 186 | 57.7 | 57.8 |
| Clock | 20.1 | 35.5 | 30.2 | 50.3 |
| Combinational | 0.0607 | 1.78 | 0.0357 | 0.0964 |
| Total | 20.2 | 224 | 88.0 | 108 |
-- cells by family after synthesis --
family	after synthesis	synth area share
compound gates	101	0.001484
xor+xnor	36	0.0006798
fa+ha+maj	49	0.001370
buf+inv	63	0.0006447
flops	23048	0.9948
mux	2	0.00004316
simple gates	90	0.0009631
-- state kept, by name (all words and copies together) (netlist names) --
register and count:
cnt 8, data 7168, data1 7680, data2 8192
-- placed cells by master, fill, tap and decap left out, types with 6 or more instances in the layout --
cell type	n
nor2_1	24
clkinv_8	48
inv_6	69
nand2b_1	9
clkinv_4	20
bufinv_16	149
buf_4	78
clkbuf_1	410
o21ai_0	18
clkbuf_16	2230
xor2_1	14
a21o_1	12
xnor2_1	21
clkinvlp_4	62
clkdlybuf4s50_1	54
diode_2	22
o21a_1	8
inv_8	6
nand3_1	7
clkbuf_8	448
clkinv_2	296
dfxtp_1	23048
clkinv_16	10
nor4_1	6
nand2_1	19
ha_1	46
inv_16	15
inv_1	42
a21oi_1	27
-- routing by layer --
metal	vias up	routed length, um
met5	-	0
met4	0	22360
met3	1968	29560
met2	2842	150200
met1	70973	257300
li1	77344	-
-- worst reg2reg max path: stages, from the launching register on --
cell	delay [ns]
dfxtp_1	0.30
ha_1	0.22
fa_1	0.44
nand2b_1	0.17
a21boi_0	0.17
buf_4	0.15
o21ai_0	0.14
a211oi_1	0.51
buf_4	0.23
mux2i_1	0.18
o2111ai_1	0.25
buf_4	0.27
ha_1	0.35
buf_4	0.17
nand2_1	0.13
buf_4	0.18
o211ai_1	0.21
buf_4	0.16
o211a_1	0.20
a21o_1	0.15
xor2_1	0.34
buf_4	0.24
-- metrics by stage --
| step | instance area, sq um | power, mW | util | hold slack (ns) | worst slack [ns] |
|---|---|---|---|---|---|
| after floorplan | 463800 | 59.09 | - | 0.3096 | 5.689 |
| after global placement | 490600 | 59.20 | 0.3183 | 0.3097 | 0.6234 |
| after detailed placement | 490600 | 59.19 | 0.3183 | 0.3121 | 1.436 |
| after CTS | 562800 | 109.9 | 0.3651 | 0.2239 | 1.417 |
| after global routing | 562800 | 112.5 | 0.3651 | 0.2464 | 1.095 |
| final | 562800 | 108.2 | 0.3651 | 0.2446 | 1.485 |
-- final cells by class --
cell class / instances / area, sq um / share of cell area
clock inverters: 675 / 8650 / 0.01537
well taps: 20610 / 25790 / 0.04582
inverters: 42 / 157.7 / 0.0002801
diodes: 22 / 55.05 / 0.00009781
repair buffers: 134 / 1166 / 0.002072
flip-flops and latches: 23048 / 461400 / 0.8198
multi-input cells: 278 / 2113 / 0.003755
clock buffers: 3088 / 63510 / 0.1128
No activity file was given, so power comes from the tool's default toggle rates.
