### ./config.mk
export PLATFORM = sky130hd
export DESIGN_NAME = shaping_v5
export DESIGN_NICKNAME = shaping_v5
export VERILOG_FILES = /design/flow/design.v
export SDC_FILE = /design/flow/constraint.sdc
export NUM_CORES = 4
export LEC_CHECK = 1
export CORE_UTILIZATION = 40
### ./constraint.sdc
current_design shaping_v5

set clk_period 20.9
set clk_io_pct 0.2

create_clock -name clk0 -period $clk_period [get_ports {clk}]

set non_clock_inputs [all_inputs -no_clocks]
set_input_delay [expr $clk_period * $clk_io_pct] -clock clk0 $non_clock_inputs
set_output_delay [expr $clk_period * $clk_io_pct] -clock clk0 [all_outputs]
### ./run.sh
#!/bin/bash
# OpenROAD 26Q1-2900-gdf79404cd8, Yosys 0.63+post, stock flow scripts
make -C /OpenROAD-flow-scripts/flow DESIGN_CONFIG=/design/flow/config.mk WORK_HOME=/design/flow/orfs finish
### ./design.v
`timescale 1ns / 1ps
module shaping_v5(
inp,shapedout,conf,clk,count,rst
    ,r1,r2);
    input [13:0] inp;
	input [11:0] conf;
    input clk;
    input rst;
	output [13:0] shapedout;
    output[11:0] count;
    output r1;
    output r2;
    assign r1 = rst1;
    assign r2 = rst2;
    (* dont_touch = "true" *) wire signed[31:0] step0_0;
    (* dont_touch = "true" *) wire signed[31:0] step0;
    wire signed[31:0] step1;
    wire signed[31:0] step2;
    wire signed[63:0] step3;
    wire signed[63:0] step4;
    wire signed[63:0] step5;
    wire signed[63:0] step6;
    wire signed[63:0] step7;
    wire [1:0] sel;
    wire [4:0] m3;
    wire [4:0] tau;
    assign tau = conf[4:0];
    assign m3 = conf[9:5];
    assign sel = conf[11:10]; 
    reg [13:0] temp0;
	reg signed[31:0] temp1;
	reg signed[31:0] temp2;
	(* dont_touch = "true" *)reg signed[63:0] temp3;
	(* dont_touch = "true" *)reg signed[63:0] temp4;
	(* dont_touch = "true" *)reg signed[63:0] temp5;
	(* dont_touch = "true" *)reg signed[63:0] temp6;
	(* dont_touch = "true" *)reg signed[63:0] temp7;
	reg signed[63:0] temp8;
    reg signed[31:0]  data[0:4096];
    reg signed[31:0]  data3;
    reg signed[31:0]  data4;
    reg [11:0] cnt;
    reg rst1;
    reg rst2;
    reg rst3;
    reg rst4;
    reg rst5;
    reg rst6;
    reg rst7;
    parameter k = 100;
    parameter l = 200;
	parameter TAUMAX = 8'hff;
    localparam depth = $clog2(k+1)-1;
    integer i;
    integer gain = 4;
    always @(posedge clk)begin
    if(rst)
        cnt <= 12'h001;
    else if(|cnt)
            cnt <= cnt+1;
        else
            cnt <= 12'h000;
    end
    always@(posedge clk)begin
        temp0 <= inp;
    end
    always @(posedge clk)begin
        if(rst)
            rst1 <=1;
        else if(rst1 & cnt<k+l+k+1)
            rst1 <=1;
        else
            rst1 <=12'h000;
    end
    always @(posedge clk)begin
        if(rst)
            rst2 <=1;
        else if(rst1 & cnt<k+l+k+2)
            rst2 <=1;
        else
            rst2 <=12'h000;
    end
    always @(posedge clk)begin
        if(rst)
            rst3 <=1;
        else if(rst1 & cnt<k+l+k+3)
            rst3 <=1;
        else
            rst3 <=12'h000;
    end
    always @(posedge clk)begin
        if(rst)
            rst4 <=1;
        else if(rst1 & cnt<k+l+k+4)
            rst4 <=1;
        else
            rst4 <=12'h000;
    end
    always @(posedge clk)begin
        if(rst)
            rst5 <=1;
        else if(rst1 & cnt<k+l+k+5)
            rst5 <=1;
        else
            rst5 <=12'h000;
    end
    always @(posedge clk)begin
        if(rst)
            rst6 <=1;
        else if(rst1 & cnt<k+l+k+6)
            rst6 <=1;
        else
            rst6 <=12'h000;
    end
     always @(posedge clk)begin
        if(rst)
            rst7 <=1;
        else if(rst1 & cnt<k+l+k+7)
            rst7 <=1;
        else
            rst7 <=12'h000;
    end
    always @(posedge clk)begin
        data[0] <= step0;
        for(i=0+1;i<1024;i=i+1)begin
            data[i]<=data[i-1];
        end
     end
	always @(posedge clk)begin
	   if(rst2)
	        temp1 <=  32'h0000_0000;
	   else 
			temp1 <= step1;
	end
	always @(posedge clk)begin
	   if(rst2)
			temp2 <=  32'h0000_0000;
	   else 
			temp2 <= step2;
	end
	always @(posedge clk)begin
	   if(rst3)
			temp3 <=  64'h0000_0000_0000_0000;
	   else 
			temp3 <= step3;
	end
	always @(posedge clk)begin
	   if(rst4)begin
			temp4 <=  64'h0000_0000_0000_0000;
	   end else begin
			temp4 <= step4;
	   end
	end
	always @(posedge clk)begin
	   if(rst5)
			temp5 <=  64'h0000_0000_0000_0000;
	   else
			case(tau)
			5'h00:temp5<=step4;				 
			5'h01:temp5<=temp3+step4;		 
			5'h02:temp5<=temp3+(step4>>>1);	 
			5'h03:temp5<=temp3+(step4>>>2);	 
			5'h04:temp5<=temp3+(step4>>>3);	 
			5'h05:temp5<=temp3+(step4>>>4);	 
			5'h06:temp5<=temp3+(step4>>>5);	 
			5'h07:temp5<=temp3+(step4>>>6);	 
			5'h08:temp5<=temp3+(step4>>>7);	 
			5'h09:temp5<=temp3+(step4>>>8);	 
			5'h0a:temp5<=temp3+(step4>>>9);	 
			5'h0b:temp5<=temp3+(step4>>>10);	 
			5'h0c:temp5<=temp3+(step4>>>11);	 
			5'h0d:temp5<=temp3+(step4>>>12);	 
			5'h0e:temp5<=temp3+(step4>>>13);	 
			5'h0f:temp5<=temp3+(step4>>>14);				 
			5'h10:temp5<=temp3+(step4>>>15);				 
			5'h11:temp5<=temp3+(step4>>>16);		 
			5'h12:temp5<=temp3+(step4>>>17);	 
			5'h13:temp5<=temp3+(step4>>>18);	 
			5'h14:temp5<=temp3+(step4>>>19);	 
			5'h15:temp5<=temp3+(step4>>>20);	 
			5'h16:temp5<=temp3+(step4>>>21);	 
			5'h17:temp5<=temp3+(step4>>>22);	 
			5'h18:temp5<=temp3+(step4>>>23);	 
			5'h19:temp5<=temp3+(step4>>>24);	 
			5'h1a:temp5<=temp3+(step4>>>25);	 
			5'h1b:temp5<=temp3+(step4>>>26);	 
			5'h1c:temp5<=temp3+(step4>>>27);	 
			5'h1d:temp5<=temp3+(step4>>>28);	 
			5'h1e:temp5<=temp3+(step4>>>29);	 
			5'h1f:temp5<=temp3;				 
			endcase
	end
	always @(posedge clk)begin
	   if(rst6)
			temp6 <=  64'h0000_0000_0000_0000;
	   else 
		    temp6 <= step6;
	end
	always @(posedge clk)begin
	   if(rst7)begin
			temp7 <=  64'h0000_0000_0000_0000;
	   end else begin
	   case(m3)
	   5'h00:temp7 <= step7;    
	   5'h01:temp7 <= step7>>>1;
	   5'h02:temp7 <= step7>>>2;
	   5'h03:temp7 <= step7>>>3;
	   5'h04:temp7 <= step7>>>4;
	   5'h05:temp7 <= step7>>>5;
	   5'h06:temp7 <= step7>>>6;
	   5'h07:temp7 <= step7>>>7;
	   5'h08:temp7 <= step7>>>8;
	   5'h09:temp7 <= step7>>>9;
	   5'h0a:temp7 <= step7>>>10;
	   5'h0b:temp7 <= step7>>>11;
	   5'h0c:temp7 <= step7>>>12;
	   5'h0d:temp7 <= step7>>>13;
	   5'h0e:temp7 <= step7>>>14;
	   5'h0f:temp7 <= step7>>>15;
	   5'h10:temp7 <= step7>>>16;
	   5'h11:temp7 <= step7>>>17;
	   5'h12:temp7 <= step7>>>18;
	   5'h13:temp7 <= step7>>>19;
	   5'h14:temp7 <= step7>>>20;
	   5'h15:temp7 <= step7>>>21;
	   5'h16:temp7 <= step7>>>22;
	   5'h17:temp7 <= step7>>>23;
	   5'h18:temp7 <= step7>>>24;
	   5'h19:temp7 <= step7>>>25;
	   5'h1a:temp7 <= step7>>>26;
	   5'h1b:temp7 <= step7>>>27;
	   5'h1c:temp7 <= step7>>>28;
	   5'h1d:temp7 <= step7>>>29;
	   5'h1e:temp7 <= step7>>>30;
	   5'h1f:temp7 <= step7>>>31;
	   endcase
	   end
	end
    assign step0_0 = {{19{inp[13]}},inp[12:0]};
    assign step0 =step0_0;
    assign step1 = step0 - data[k];          
    assign step2 = data[k+l] - data[k+l+k];  
    assign step3 = {{17{temp1[15]}},temp1[14:0]} - {{17{temp2[15]}},temp2[14:0]};            
    assign step4 = temp3 + temp4;            
    assign step5 = temp5;
    assign step6 = temp6 + temp5;
    assign step7 = sel[1]? (sel[0]? temp6:step5):(sel[0]? temp3:{{51{inp[13]}},inp[12:0]}); 
	assign shapedout = temp7[13:0];
    assign count = cnt;
endmodule
==> results.txt <==
status: complete, but fails checks
failing checks: max-capacitance violations, max-slew violations
ys flop type: dfxtp_1
Max stage delay cell, worst path: nor2_1
flop2flop setup slack: 9.48 ns
final core occ: 46.7%
Complex Gates by Area: 16.0%
HP Class: reg -> reg
Detailed Route Iter0 Violations: 16797
# port buffers: 55
largest net degree at the start of global routing: 46
final hold violations: 0
cell-internal power: 16.8 mW
CP Class: reg -> reg
Vias: 150681
TritonCTS clock tree: built
Post-Syn Area: 197000 um^2
ys async rst share: 0%
Num CTS Buffers: 531
Yosys warning count: 2
I/O Pins: 56
worst endpoint required time: 21.83 ns
drt via density: 5.87
Dominant cell area share: 59.5%
CTS Hold Bufs: 0
number of global-route vias before repair: 144220
DR pass1 iterations: 6
routed length per placed instance: 35.9 um
Simple Share, Synth: 9.41%
RSZ-0062 raised after global routing: false
post_cts resized: 0
die width: 705 um
routability cong.: 1.15
root buffer cell: clkbuf_16
FF+latch area: 117000 um^2
# DRC: 0
Sw Share: 21.0%
combinational power share: 0.9%
yosys stat area: 197000 um^2
CP max FO: 22
Mux area share: 1.18%
adder share: 7.64%
nature of the critical path endpoint: flop
Synth area leader: dfxtp_1
peak supply drop: 0.000124 V
Max Clk Rate: 0.0876 GHz
setup repair bufs after CTS: 0
Final Power: 21.3 mW
total wire length: 923000 um
# fillers: 44143
Final Critical Period: 11.42 ns
crit start category: flop
Max transition margin: -3.01%
ys flops: 5864
Synth Seq Share: 59.5%
H-tree depth: 6
Max Cap Viol: 1
Largest cells by area: dfxtp_1, ha_1, a21oi_1
P per Cell Area: 92.9 nW/um^2
Post-synth top cells: dfxtp_1, a21oi_1, ha_1, nand2_1, nor2_1
CORE AREA: 491000 um^2
antenna violations before repair: 141
max incr delay on CP: 0.83 ns
clock power share: 46.2%
post-DP HPWL: 700000 um
Dominant comb cell: AND-OR/OR-AND gates
Setup TNS Final: 0 ns
Synth top cell by count: dfxtp_1
GRT overflow: 0
Core Util at FP: 40.2%
Least-Margin Pin Slew: 1.51 ns
most frequent CP cell: buf_4
Worst Skew: 0.151 ns
Netlist cell types: 111
yosys xor share: 4.53%
deepest clock path buffer count: 4
Die Area: 496000 um^2
Clock transition at path regs: 0.07 ns
Die Ht: 705 um
Mapped Cells: 17864
EDFF count, synth: 0
P&R area growth vs syn: 16.0%
ys cells: 17864
CP arrival: 12.34 ns
fin crit share: 54.6%
CTS Sinks: 5864
OpenROAD warning count: 53
Gate Area: 77100 um^2
total track usage: 37.7%
NetSw: 4.47 mW
Antenna Nets Post-Route: 0
Final Max Slew Viols: 2
# setup viols final: 0
fraction of power consumed by sequential logic: 52.9%
Late-Pin Clk Latency: 1.11 ns
share of cells above drive strength 1: 10.3%
first-pass GRT wire length: 1230000 um
cell row count: 257
Pleak: 94.9 nW
syn_area_per_cell: 11.1 um^2
cell families after synthesis:
logic type,after synthesis
mux,190
simple gates,3864
xor+xnor,1019
fa+ha+maj,1183
compound gates,4836
buf+inv,908
flops,5864
final timing paths:
check | from | endpoint | cells after the start
setup / recovery | temp3[1]$_SDFF_PP0_ | temp5[44]$_SDFF_PP0_ | 30
hold / removal | data[12][5]$_DFF_P_ | data[13][5]$_DFF_P_ | 0
setup reg to reg | temp3[1]$_SDFF_PP0_ | temp5[44]$_SDFF_PP0_ | 30
hold reg to reg | data[12][5]$_DFF_P_ | data[13][5]$_DFF_P_ | 0
metrics by stage:
step                      hold slack [ns]  setup slack, ns  area, um^2  instances
final                               0.251             9.48      229000      25681
after global placement              0.310             9.36      210000      24605
after floorplan                     0.310            12.29      197000      17864
after CTS                           0.265             9.85      229000      25548
after detailed placement            0.312             9.51      211000      24606
after global routing                0.274             9.25      229000      25592
power groups by stage:
stage     combinational, mW  sequential [mW]  clock (mW)
4_1_cts               0.183             11.3        10.1
5_1_grt               0.189             11.3        10.6
6_report              0.197             11.3        9.83
layer usage:
layer	wire length, um	part of all wire (%)	up-vias	global-route usage [%]
li1	-	-	66120	-
met1	378000	41	73624	52.7
met2	361000	39	8368	49.9
met3	116000	13	2473	16.1
met4	66600	7.2	96	21.0
met5	1190	0.13	-	0.00961
flip-flops by register name (all words and copies together), names as in the netlist, 12 cells and up:
name   flops
temp7     14
temp4     64
temp5     45
data    5614
cnt       12
temp6     45
temp1     15
temp3     33
temp2     15
area by class of cell:
cell class	instances	area share [%]
sequential	5864	51.2
clock inverter	195	1.32
timing repair buffer	861	2.94
inverter	314	0.515
clock buffer	747	6.66
antenna	133	0.145
tap	6475	3.54
multi-input combinational	11092	33.6
worst max-delay path: cells and delay by family, from the launching register on:
family | cells | cell delay (ns)
compound gates | 14 | 4.91
flops | 1 | 0.32
buf+inv | 5 | 1.53
fa+ha+maj | 2 | 0.90
simple gates | 7 | 2.66
xor+xnor | 1 | 0.19
mux | 1 | 0.69
cell usage in the layout, fill, tap and decap left out, drive strengths merged, types with 51 or more instances in the layout:
cell type	count
a2111oi	73
a211o	55
a211oi	220
a21boi	51
a21o	455
a21oi	1332
a221oi	124
a22oi	271
a31oi	156
and2	73
and3	121
buf	809
clkbuf	747
clkdlybuf4s50	52
clkinv	129
dfxtp	5864
diode	133
ha	1144
inv	337
mux2i	128
nand2	1041
nand2b	144
nand3	341
nand4	321
nor2	996
nor2b	147
nor3	285
nor4	121
o2111ai	52
o211ai	162
o21a	159
o21ai	848
o21bai	144
o221ai	54
o22ai	252
o31ai	75
or2	53
or3	73
xnor2	591
xor2	427
Power figures rest on the tool's default switching activity, not on a simulated workload.
